$ cat /design/flow/constraint.sdc
current_design four_by_four_ram

set clk_period 1.5
set clk_io_pct 0.2

create_clock -name clk0 -period $clk_period [get_ports {Clk}]

set non_clock_inputs [all_inputs -no_clocks]
set_input_delay [expr $clk_period * $clk_io_pct] -clock clk0 $non_clock_inputs
set_output_delay [expr $clk_period * $clk_io_pct] -clock clk0 [all_outputs]
$ cat /design/flow/config.mk
export PLATFORM = sky130hd
export DESIGN_NAME = four_by_four_ram
export DESIGN_NICKNAME = four_by_four_ram
export VERILOG_FILES = /design/flow/design.v
export SDC_FILE = /design/flow/constraint.sdc
export NUM_CORES = 4
export LEC_CHECK = 1
export CORE_AREA = 10 10 98 98
export DIE_AREA = 0 0 108 108
$ cat /design/flow/run.sh
#!/bin/bash
# OpenROAD 26Q1-2900-gdf79404cd8, Yosys 0.63+post, stock flow scripts
make -C /OpenROAD-flow-scripts/flow DESIGN_CONFIG=/design/flow/config.mk WORK_HOME=/design/flow/orfs finish
$ cat /design/flow/design.v
module D_flipflop(D_i, Clk_i, rst_i, w_i, Q_o);
input D_i, Clk_i, rst_i, w_i;
output reg Q_o;
always @(posedge Clk_i or posedge rst_i) begin
    if(rst_i) Q_o  = 1'b0;
    else if (Clk_i & w_i) Q_o = D_i;
end
endmodule
module four_by_four_ram(Clk, sel_i, rst_i, rw_i, data_i, data_o);
input wire Clk;
input wire rst_i, rw_i;
input wire [1:0] sel_i;
input wire [3:0] data_i;
output wire [3:0] data_o;
wire col_1_o;
wire col_2_o;
wire col_3_o;
wire col_4_o;
wire sel_i_l1;
wire sel_i_l2;
wire sel_i_l3;
wire sel_i_l4;
wire data_o_u1;
wire data_o_u2;
wire data_o_u3;
wire data_o_u4;
wire data_o_u5;
wire data_o_u6;
wire data_o_u7;
wire data_o_u8;
wire data_o_u9;
wire data_o_u10;
wire data_o_u11;
wire data_o_u12;
wire data_o_u13;
wire data_o_u14;
wire data_o_u15;
wire data_o_u16;
two_to_four_decoder U0(
    .a_i(sel_i[1]), .b_i(sel_i[0]), .en_i(1'b1), .a_o(sel_i_l1), .b_o(sel_i_l2), .c_o(sel_i_l3), .d_o(sel_i_l4)
);
mem_cell U1(
    .Clk(Clk),
    .data_i(data_i[0]),
    .sel_i(sel_i_l1),
    .rst_i(rst_i),
    .rw_i(rw_i),
    .data_o(data_o_u1)
);
mem_cell U2(
    .Clk(Clk),
    .data_i(data_i[1]),
    .sel_i(sel_i_l1),
    .rst_i(rst_i),
    .rw_i(rw_i),
    .data_o(data_o_u2)
);
mem_cell U3(
    .Clk(Clk),
    .data_i(data_i[2]),
    .sel_i(sel_i_l1),
    .rst_i(rst_i),
    .rw_i(rw_i),
    .data_o(data_o_u3)
);
mem_cell U4(
    .Clk(Clk),
    .data_i(data_i[3]),
    .sel_i(sel_i_l1),
    .rst_i(rst_i),
    .rw_i(rw_i),
    .data_o(data_o_u4)
);
mem_cell U5(
    .Clk(Clk),
    .data_i(data_i[0]),
    .sel_i(sel_i_l2),
    .rst_i(rst_i),
    .rw_i(rw_i),
    .data_o(data_o_u5)
);
mem_cell U6(
    .Clk(Clk),
    .data_i(data_i[1]),
    .sel_i(sel_i_l2),
    .rst_i(rst_i),
    .rw_i(rw_i),
    .data_o(data_o_u6)
);
mem_cell U7(
    .Clk(Clk),
    .data_i(data_i[2]),
    .sel_i(sel_i_l2),
    .rst_i(rst_i),
    .rw_i(rw_i),
    .data_o(data_o_u7)
);
mem_cell U8(
    .Clk(Clk),
    .data_i(data_i[3]),
    .sel_i(sel_i_l2),
    .rst_i(rst_i),
    .rw_i(rw_i),
    .data_o(data_o_u8)
);
mem_cell U9(
    .Clk(Clk),
    .data_i(data_i[0]),
    .sel_i(sel_i_l3),
    .rst_i(rst_i),
    .rw_i(rw_i),
    .data_o(data_o_u9)
);
mem_cell U10(
    .Clk(Clk),
    .data_i(data_i[1]),
    .sel_i(sel_i_l3),
    .rst_i(rst_i),
    .rw_i(rw_i),
    .data_o(data_o_u10)
);
mem_cell U11(
    .Clk(Clk),
    .data_i(data_i[2]),
    .sel_i(sel_i_l3),
    .rst_i(rst_i),
    .rw_i(rw_i),
    .data_o(data_o_u11)
);
mem_cell U12(
    .Clk(Clk),
    .data_i(data_i[3]),
    .sel_i(sel_i_l3),
    .rst_i(rst_i),
    .rw_i(rw_i),
    .data_o(data_o_u12)
);
mem_cell U13(
    .Clk(Clk),
    .data_i(data_i[0]),
    .sel_i(sel_i_l4),
    .rst_i(rst_i),
    .rw_i(rw_i),
    .data_o(data_o_u13)
);
mem_cell U14(
    .Clk(Clk),
    .data_i(data_i[1]),
    .sel_i(sel_i_l4),
    .rst_i(rst_i),
    .rw_i(rw_i),
    .data_o(data_o_u14)
);
mem_cell U15(
    .Clk(Clk),
    .data_i(data_i[2]),
    .sel_i(sel_i_l4),
    .rst_i(rst_i),
    .rw_i(rw_i),
    .data_o(data_o_u15)
);
mem_cell U16(
    .Clk(Clk),
    .data_i(data_i[3]),
    .sel_i(sel_i_l4),
    .rst_i(rst_i),
    .rw_i(rw_i),
    .data_o(data_o_u16)
);
assign col_1_o = data_o_u1 | data_o_u5 | data_o_u9 | data_o_u13;
assign col_2_o = data_o_u2 | data_o_u6 | data_o_u10 | data_o_u14;
assign col_3_o = data_o_u3 | data_o_u7 | data_o_u11 | data_o_u15;
assign col_4_o = data_o_u4 | data_o_u8 | data_o_u12 | data_o_u16;
assign data_o = {col_4_o, col_3_o, col_2_o, col_1_o};
endmodule
module mem_cell (Clk, data_i, sel_i, rst_i, rw_i, data_o);
input wire Clk;
input wire data_i, sel_i, rst_i, rw_i;
output wire data_o;
wire logic_w;
D_flipflop U1 (
    .Clk_i(Clk),
    .D_i(data_i),
    .w_i(~rw_i & sel_i),
    .rst_i(rst_i),
    .Q_o(logic_w)
);
assign data_o = logic_w & sel_i; 
endmodule
module two_to_four_decoder(a_i, b_i, en_i, a_o, b_o, c_o, d_o);
input wire a_i, b_i, en_i;
output wire a_o, b_o, c_o, d_o;
wire logic_w1, logic_w2, logic_w3, logic_w4;
and U1(logic_w1, ~a_i, ~b_i);
and U2(logic_w2, ~a_i, b_i);
and U3(logic_w3, a_i, ~b_i);
and U4(logic_w4, a_i, b_i);
and U5(a_o, logic_w1, en_i);
and U6(b_o, logic_w2, en_i);
and U7(c_o, logic_w3, en_i);
and U8(d_o, logic_w4, en_i);
endmodule
==> ci_impl_report.md <==
## PnR job results

| Metric | Value |
|---|---|
| Via count | 581 |
| Worst-path maximum fanout | 2 |
| Dominant comb cell | multiplexers |
| Routability cong. | 0.714 |
| Worst r2r src | U7.U1.Q_o$_DFFE_PP0P_ |
| Maxcap violations | 0 |
| Startpoint types | flop |
| Slew HR | 0.858 |
| Setup Skew | 0 ps |
| Yosys cell count | 47 |
| Die Ht | 108 um |
| Worst-path clk slew | 60 ps |
| Measured slew at the worst slew-check pin | 213 ps |
| CTS tree | yes |
| Setup violations, final | 4 |
| List of most frequent post-synthesis cells | dfrtp_1, mux2_2, buf_4 |
| Largest net degree at the start of global routing | 17 |
| CP endpoint kind | output pin |
| Latency at later pin | 340 ps |
| Adder Share, Synth | 0 |
| Yosys reg bits | 16 |
| RSZ-0062 raised after global routing | yes |
| Number of library cell types mapped by synthesis | 11 |
| Number of enable flip-flop cells | 0 |
| Post-DP Area | 1020 um2 |
| R2r worst-path depth | 2 |
| Seq share, synth | 0.506 |
| Slew Viols, Final | 0 |
| Routed vias/inst | 3.16 |
| P per Cell Area | 1640 nW/um2 |
| First-pass GRT wire length | 3.37 mm |
| Drt drc | 0 |
| Syn Area/Cell | 16.9 um2 |
| Worst EP arrival | 1330 ps |
| And+or+nand+nor area frac | 0.0727 |
| Synthesized instance count | 47 |
| Async set or reset register ratio after synthesis | 1.00 |
| DR pass1 iterations | 2 |
| Final hold vios | 0 |
| Period utilization | 1.09 |
| Total gr overflow | 0 |
| P_leak | 0.000557 uW |
| WL final | 2.05 mm |
| Count leader, synth | dfrtp_1 |
| IO Port Bufs | 12 |
| Crit path to | data_o[3] |
| Logic area | 350 um2 |
| OpenROAD warnings | 43 |
| Top cells by area | dfrtp_1, mux2_2, mux4_1, buf_4, and4bb_1 |
| CTS sink count | 16 |
| R2R Setup Slk | 620 ps |
| Outcome | complete, but fails checks |
| Failing checks | setup timing |
| Worst Slack Setup Final | -128 ps |
| Crit path launch | U16.U1.Q_o$_DFFE_PP0P_ |
| Share of cells above drive strength 1 | 0.659 |
| Layout overhead on the synthesized area | 64.0% |
| DR iter-0 viols | 24 |
| DIE AREA | 11700 um2 |
| FILL cells | 822 |
| Core Rows | 32 |
| FF+latch area | 400 um2 |
| Core region area | 7650 um2 |
| Yosys Chip Area | 792 um2 |
| Total Routing Usage GR | 0.0371 |
| DR WL/cell | 11.1 um |
| Yosys warning total | 1 |
| Post-synthesis cell area | 792 um2 |
| Floorplan utilization | 0.104 |
| Xor+xnor area frac | 0 |
| Design area | 1300 um2 |
| Mux share | 0.355 |
| # hold bufs at CTS | 0 |
| Die width | 108 um |
| Critical R2R Capture | U7.U1.Q_o$_DFFE_PP0P_ |
| Antenna violations before repair | 0 |
| Synth Flop Type | dfrtp_1 |
| Max VDD drop | 0.402 mV |
| Kind of critical path | reg -> out |
| Post-route ant nets | 0 |
| Top-area cell share | 0.506 |
| Dpl cells | 159 |
| Number of diodes | 0 |
| Post-synth top area cell | dfrtp_1 |
| Post-layout min period | 1630 ps |
| HP Class | in -> async |
| Fmax | 614 MHz |
| I/O pins | 13 |
| Crit path required time | 1200 ps |
| AO/OA Area Share | 0 |
| Final std cells w/o fill | 184 |
| Vias in the first global route | 846 |
==> metal layers <==
metal  vias up  share of wire  routed length [um]  track usage
li1        239              -                   -            -
met3        20          0.090                 185       0.0349
met2        38           0.47                 952       0.0418
met1       284           0.35                 708       0.0298
met4         0          0.097                 199       0.0573
met5         -              0                   0            0
==> stage by stage <==
stage | total power (uW) | setup TNS [ps] | worst slack (ps) | util | hold slack, ps
after global placement | 1280 | -7130 | -767 | 0.134 | 437
final | 2130 | -436 | -128 | 0.170 | 256
after floorplan | 1160 | 0 | 102 | - | 214
after detailed placement | 1280 | -7010 | -755 | 0.134 | 437
after CTS | 2150 | -520 | -160 | 0.169 | 266
after global routing | 2290 | -623 | -186 | 0.170 | 302
==> worst max-delay path, cell delays in order (launching register included) <==
cell,delay (ps)
dfrtp_1,370
mux4_2,480
buf_2,130
==> how the worst min path moves through the flow <==
| stage | start | end | cells past startpoint |
|---|---|---|---|
| after CTS | rst_i | U8.U1.Q_o$_DFFE_PP0P_ | 3 |
| after global routing | rst_i | U16.U1.Q_o$_DFFE_PP0P_ | 3 |
| final | rst_i | U16.U1.Q_o$_DFFE_PP0P_ | 3 |
==> cell families after synthesis <==
group	count (synthesis)
flip-flops	16
multiplexers	20
AND/OR/NAND/NOR	4
buffers and inverters	7
==> repair_timing <==
| item | in CTS | in global routing |
|---|---|---|
| setup buffers | 4 | 2 |
| endpoints found under the setup margin | 27 | 14 |
| gates resized | 29 | 1 |
| endpoints found under the hold margin | 0 | 0 |
| pin swaps | 2 | 0 |
==> power by group <==
group | internal, uW | leakage [uW] | switching, uW
Clock | 768 | 0.000233 | 342
Combinational | 197 | 0.000133 | 69.1
Sequential | 650 | 0.000192 | 103
Total | 1620 | 0.000557 | 515
==> cells in the final DEF (no fill, tap or decap) <==
cell type	n
clkbuf_2	1
and4bb_1	1
buf_6	2
nand4b_1	1
clkbuf_1	2
dlygate4sd2_1	2
nor4b_4	1
buf_2	4
mux4_2	4
clkbuf_8	17
mux2_4	6
dfrtp_1	16
buf_4	8
mux2_2	10
clkdlybuf4s50_1	5
inv_1	1
and4bb_2	1
==> final cells by class <==
type | count | area share
sequential | 16 | 0.308
multi-input combinational | 24 | 0.270
clock buffer | 19 | 0.186
timing repair buffer | 22 | 0.135
tap | 102 | 0.0983
inverter | 1 | 0.00289
Power and IR drop assume default switching activity.
